==> flow/design.v <==
module clock_select(
input pclk, presetn,
input [1:0] cks,
output reg clk_in
);
wire pclk_2, pclk_4, pclk_8, pclk_16;
reg q1, q2, q3, q4;
always @(cks or pclk_2 or pclk_4 or pclk_8 or pclk_16) begin
	case(cks)
	2'b00: clk_in <= pclk_2;
	2'b01: clk_in <= pclk_4;
	2'b10: clk_in <= pclk_8;
	2'b11: clk_in <= pclk_16;
	endcase
end
always @(posedge pclk or negedge presetn) begin
	if(!presetn) begin
	  q1 <= 1'b0;
	end
	else begin
	  q1 <= !q1;
	end
end
always @(posedge pclk_2 or negedge presetn) begin
	if(!presetn) begin
	  q2 <= 1'b0;
	end
	else begin
	  q2 <= !q2;
	end
end
always @(posedge pclk_4 or negedge presetn) begin
	if(!presetn) begin
	  q3 <= 1'b0;
	end
	else begin
	  q3 <= !q3;
	end
end
always @(posedge pclk_8 or negedge presetn) begin
	if(!presetn) begin
	  q4 <= 1'b0;
	end
	else begin
	  q4 <= !q4;
	end
end
assign pclk_2= ~q1;
assign pclk_4= ~q2;
assign pclk_8= ~q3;
assign pclk_16=~q4;
endmodule
==> flow/run.sh <==
#!/bin/bash
# OpenROAD 26Q1-2900-gdf79404cd8, Yosys 0.63+post, stock flow scripts
make -C /OpenROAD-flow-scripts/flow DESIGN_CONFIG=/design/flow/config.mk WORK_HOME=/design/flow/orfs finish
==> flow/config.mk <==
export PLATFORM = sky130hd
export DESIGN_NAME = clock_select
export DESIGN_NICKNAME = clock_select
export VERILOG_FILES = /design/flow/design.v
export SDC_FILE = /design/flow/constraint.sdc
export NUM_CORES = 4
export LEC_CHECK = 1
export CORE_AREA = 10 10 70 70
export DIE_AREA = 0 0 80 80
==> flow/constraint.sdc <==
current_design clock_select

set clk_period 1.6
set clk_io_pct 0.2

create_clock -name clk0 -period $clk_period [get_ports {pclk}]

set non_clock_inputs [all_inputs -no_clocks]
set_input_delay [expr $clk_period * $clk_io_pct] -clock clk0 $non_clock_inputs
set_output_delay [expr $clk_period * $clk_io_pct] -clock clk0 [all_outputs]
==> report_table.html <==
<!-- implementation run metrics -->
<table>
<tr><th>Metric</th><th>Value</th></tr>
<tr><th colspan="2">Routing</th></tr>
<tr><td>Pre-Repair DR Iteration Count</td><td>2</td></tr>
<tr><td>Average routed wire per standard cell</td><td>4.84 um</td></tr>
<tr><td>Antenna fix cells</td><td>0</td></tr>
<tr><td>Ratio of routed vias to standard cells</td><td>1.34</td></tr>
<tr><td>Antenna Nets Post-Route</td><td>0</td></tr>
<tr><td>Count of unresolved DRC violations after routing</td><td>0</td></tr>
<tr><td>Total length of routed wires</td><td>295 um</td></tr>
<tr><td>Vias</td><td>82</td></tr>
<tr><td>Detailed router's first-iteration violation count</td><td>3</td></tr>
<tr><th colspan="2">Pwr</th></tr>
<tr><td>Net switching share of the total power</td><td>0.0849</td></tr>
<tr><td>Int Pwr</td><td>32.2 uW</td></tr>
<tr><td>Power Total</td><td>35.1 uW</td></tr>
<tr><td>Clock network power share</td><td>0</td></tr>
<tr><td>Relative contribution of sequential cells to total power</td><td>0.733</td></tr>
<tr><td>Comb pwr share</td><td>0.267</td></tr>
<tr><td>Power density over cell area</td><td>146 nW/um^2</td></tr>
<tr><td>Net switching power figure</td><td>2.98 uW</td></tr>
<tr><td>Reported leakage power</td><td>0.0884 nW</td></tr>
<tr><td>Maximum ir drop on the vdd rail</td><td>0.000105 V</td></tr>
<tr><th colspan="2">Placement</th></tr>
<tr><td>Final HPWL from detailed placement</td><td>285 um</td></tr>
<tr><td>Pre-CTS worst setup slack</td><td>-597 ps</td></tr>
<tr><td>Placed instance count</td><td>61</td></tr>
<tr><td>IO buf count</td><td>4</td></tr>
<tr><td>DP Area</td><td>246 um^2</td></tr>
<tr><td>Routability congestion estimate from global placement</td><td>0.579</td></tr>
<tr><th colspan="2">Synthesis</th></tr>
<tr><td>Yosys Chip Area</td><td>141 um^2</td></tr>
<tr><td>Average instance area after synthesis</td><td>14.1 um^2</td></tr>
<tr><td>Flops &amp; latches, synth</td><td>4</td></tr>
<tr><td>Portion of the post-synthesis area used by sequential elements</td><td>0.708</td></tr>
<tr><td>Top cells, area</td><td>sky130_fd_sc_hd__dfrtn_1 53%, sky130_fd_sc_hd__dfrtp_1 18%, sky130_fd_sc_hd__mux4_2 16%</td></tr>
<tr><td>Number of instances in the synthesized netlist</td><td>10</td></tr>
<tr><td>Warnings from Yosys</td><td>1</td></tr>
<tr><td>Yosys top cell area share</td><td>0.531</td></tr>
<tr><td>Number of cells in Yosys stat</td><td>10</td></tr>
<tr><td>Library cell with the largest summed area after synthesis</td><td>sky130_fd_sc_hd__dfrtn_1</td></tr>
<tr><td>Post-Synthesis Cell Area</td><td>141 um^2</td></tr>
<tr><td>Distinct lib cells</td><td>4</td></tr>
<tr><th colspan="2">Final layout</th></tr>
<tr><td>Layout area overhead</td><td>69.9%</td></tr>
<tr><td>Most instantiated logic cells after routing</td><td>4 x sky130_fd_sc_hd__inv_1, 3 x sky130_fd_sc_hd__dfrtn_1, 2 x sky130_fd_sc_hd__clkdlybuf4s50_1</td></tr>
<tr><td>Layout Utilization</td><td>0.0703</td></tr>
<tr><td>Number of cells in the finished layout apart from fillers</td><td>61</td></tr>
<tr><td>Post-layout instance area</td><td>240 um^2</td></tr>
<tr><td>Share of final-layout standard cells stronger than drive strength 1</td><td>0.267</td></tr>
<tr><td>Commonest Layout Cell</td><td>sky130_fd_sc_hd__inv_1</td></tr>
<tr><td>Filler Cell Count</td><td>410</td></tr>
<tr><th colspan="2">Die</th></tr>
<tr><td>Die boundary width</td><td>80 um</td></tr>
<tr><td>Top-level port count</td><td>5</td></tr>
<tr><td>Standard-cell rows</td><td>21</td></tr>
<tr><td>Area of the chip</td><td>6400 um^2</td></tr>
<tr><td>Core region area</td><td>3420 um^2</td></tr>
<tr><td>Fraction of the core area occupied by cells at floorplan</td><td>0.0414</td></tr>
<tr><td>Die outline height</td><td>80 um</td></tr>
<tr><th colspan="2">Worst setup path</th></tr>
<tr><td>Delay-heaviest family, CP</td><td>buffers and inverters</td></tr>
<tr><td>Endpoint of the worst-slack reg-to-reg timing path</td><td>q1$_DFF_PN0_</td></tr>
<tr><td>WS Path Type</td><td>in -&gt; out</td></tr>
<tr><td>Worst Path Arrival</td><td>1230 ps</td></tr>
<tr><td>Peak per-stage delay on the critical path</td><td>460 ps</td></tr>
<tr><td>CP Buf/Inv Count</td><td>3</td></tr>
<tr><td>Worst r2r path cells</td><td>2</td></tr>
<tr><td>Critical path startpoint category</td><td>primary input</td></tr>
<tr><td>R2R Path Start</td><td>q1$_DFF_PN0_</td></tr>
<tr><td>Start point of the critical path</td><td>cks[1]</td></tr>
<tr><td>CP required</td><td>1280 ps</td></tr>
<tr><td>Slack of the worst reg-to-reg path</td><td>1000 ps</td></tr>
<tr><td>Critical-path cell list</td><td>clkdlybuf4s50_1 &gt; mux4_2 &gt; inv_2 &gt; buf_2</td></tr>
<tr><td>Critical-path maximum fanout</td><td>1</td></tr>
<tr><td>Element type at the critical path end</td><td>output port</td></tr>
<tr><td>Cell type of the slowest stage on the worst timing path</td><td>sky130_fd_sc_hd__clkdlybuf4s50_1</td></tr>
<tr><th colspan="2">Min path</th></tr>
<tr><td>Worst hold path depth</td><td>2</td></tr>
<tr><td>Class of the tightest hold or removal check</td><td>reg -&gt; reg</td></tr>
<tr><td>Worst Hold Path EP</td><td>q1$_DFF_PN0_</td></tr>
<tr><td>Origin of the worst min-delay path</td><td>q1$_DFF_PN0_</td></tr>
<tr><th colspan="2">Clocking</th></tr>
<tr><td>Register clock-pin slew on the reported worst setup and hold paths</td><td>0 ps</td></tr>
<tr><td>Latency at later pin</td><td>0 ps</td></tr>
<tr><td>Post-CTS Setup Bufs</td><td>0</td></tr>
<tr><th colspan="2">STA</th></tr>
<tr><td>Final setup violation count</td><td>0</td></tr>
<tr><td>Final worst path period share</td><td>0.969</td></tr>
<tr><td>Maximum frequency from static timing analysis</td><td>0.645 GHz</td></tr>
<tr><td>Register pins left without a clock</td><td>3</td></tr>
<tr><td>Shortest clock period the worst path allows after layout</td><td>1550 ps</td></tr>
<tr><td>Worst hold margin</td><td>513 ps</td></tr>
<tr><td>Final setup skew</td><td>0 ps</td></tr>
<tr><td>Slew at the pin closest to its max-slew limit</td><td>191 ps</td></tr>
<tr><td>Post-route setup TNS</td><td>0 ps</td></tr>
<tr><td>Slew headroom</td><td>0.872</td></tr>
<tr><td>Number of hold violations in the final report</td><td>0</td></tr>
<tr><td>Max-slew violations</td><td>0</td></tr>
<tr><td>Setup repair after global routing missed its margin</td><td>no</td></tr>
<tr><td>Endpoints left unconstrained</td><td>3</td></tr>
<tr><td>Min setup slack post-route</td><td>49.4 ps</td></tr>
<tr><th colspan="2">Job</th></tr>
<tr><td>Tally of max-capacitance violations</td><td>0</td></tr>
<tr><td>Total number of warnings across the stage logs</td><td>28</td></tr>
<tr><th colspan="2">Run status</th></tr>
<tr><td>Run status</td><td>finished clean</td></tr>
<tr><th colspan="2">Global routing</th></tr>
<tr><td>Total grt overflow</td><td>0</td></tr>
<tr><td>Global-route wire length before repair</td><td>476 um</td></tr>
<tr><td>Number of global-route vias before repair</td><td>98</td></tr>
<tr><td>Pin count of the biggest net entering global routing</td><td>5</td></tr>
<tr><td>Number of antenna violations at the first check in global routing</td><td>0</td></tr>
<tr><td>Aggregate global-route resource usage</td><td>0.00906</td></tr>
</table>
worst register-to-register path, delay by kind of cell (launching register included):
kind | cells | cell delay (ps)
DFF | 1 | 360
buffers and inverters | 2 | 170
per-layer routing:
layer	global-route usage	vias up	wire length [um]
met4	0	0	0
met1	0.0154	39	190
met3	0.00227	0	25
li1	-	38	-
met5	0	-	0
met2	0.0112	5	79
worst max path at each step:
stage	endpoint	slack (ps)	cells after the start
after global routing	clk_in	7	4
after CTS	clk_in	40	4
final	clk_in	50	4
final cells by class:
type | instances | area, um^2 | share of cell area
well taps | 46 | 57.6 | 0.240
multi-input cells | 1 | 22.5 | 0.0938
repair buffers | 5 | 41.3 | 0.172
inverters | 5 | 18.8 | 0.0781
flip-flops and latches | 4 | 100 | 0.417
synth_stat cells (all sizes together):
library cell / number
inv: 5
dfrtn: 3
dfrtp: 1
mux4: 1
repair_timing:
item,in CTS,in global routing
endpoints found under the hold margin,0,0
hold buffers,0,0
gates resized,6,0
setup endpoints to repair,1,0
sequential cells by signal (all words and copies together), names as in the netlist:
signal / cells
q2: 1
q4: 1
q3: 1
q1: 1
cells by family (layout without fill, tap and decap cells):
kind of cell / after synthesis / in the layout / share of synthesized area
buffers and inverters: 5 / 10 / 0.133
DFF: 4 / 4 / 0.708
muxes: 1 / 1 / 0.159
power groups by stage:
stage | registers [mW] | clock network, mW | logic [mW]
after global routing | 0.0257 | 0 | 0.0101
final | 0.0257 | 0 | 0.00940
after CTS | 0.0257 | 0 | 0.00971
No activity file was given, so power comes from the tool's default toggle rates.
