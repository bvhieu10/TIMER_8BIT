## flow/constraint.sdc

```tcl
current_design counter

set clk_period 3.9
set clk_io_pct 0.2

create_clock -name clk0 -period $clk_period [get_ports {clk_in}]

set non_clock_inputs [all_inputs -no_clocks]
set_input_delay [expr $clk_period * $clk_io_pct] -clock clk0 $non_clock_inputs
set_output_delay [expr $clk_period * $clk_io_pct] -clock clk0 [all_outputs]
```

## flow/design.v

```verilog
module counter(
input clk_in, presetn,
input en, load, ud,
input count_enable,
input [7:0] reg_tdr,
output reg [7:0] cnt,
output reg [7:0] last_cnt
);
always @(posedge clk_in or negedge presetn ) begin
  if(!presetn)
     cnt <= 1'b0;
  else begin
     if(load == 1'b1)
        cnt <= reg_tdr;
     else begin
        if(en==1'b0)  
	  cnt<=cnt;
	else
          if(count_enable == 1'b0)
	      cnt <= cnt;
	  else
	    if(ud==1'b1)
               cnt<= cnt-1'b1;
	    else 
	       cnt<= cnt+1'b1;
     end
   end
end
always @(posedge clk_in or negedge presetn)
  if(!presetn)
    last_cnt <= 8'h00;
  else
    last_cnt <= cnt;
endmodule
```

## flow/config.mk

```make
export PLATFORM = sky130hd
export DESIGN_NAME = counter
export DESIGN_NICKNAME = counter
export VERILOG_FILES = /design/flow/design.v
export SDC_FILE = /design/flow/constraint.sdc
export NUM_CORES = 4
export LEC_CHECK = 1
export CORE_AREA = 10 10 95 95
export DIE_AREA = 0 0 105 105
```

## flow/run.sh

```bash
#!/bin/bash
# OpenROAD 26Q1-2900-gdf79404cd8, Yosys 0.63+post, stock flow scripts
make -C /OpenROAD-flow-scripts/flow DESIGN_CONFIG=/design/flow/config.mk WORK_HOME=/design/flow/orfs finish
```

==> summary.txt <==
run results: status=finished, final reports clean, Worst Hold Launch=cnt[6], cell count after synthesis=94, Hold EP=last_cnt[6], H-tree depth=1, number of buffers created by CTS=3, Iteration-0 DRC Markers=23, Synth Cell Area=920 µm², Max Clk Rate=0.354 GHz, Syn Area/Cell=9.78 µm², area fraction of the dominant cell type after synthesis=43.5%, Hold Vio Cnt, Final=0, filler instances=770, WL final=2470 µm, most numerous cell in the Yosys netlist=dfrtp_1, CP Capture Type=flop, Setup WS pre-CTS=0.825 ns, final instance area=1360 µm², core area=6910 µm², Synth area leader=dfrtp_1, Remaining DRCs=0, Layout Skew=0.00231 ns, post-synthesis sequential area ratio=43.5%, die width=105 µm, clk root buf=clkbuf_8, setup TNS=0 ns, # Max-Cap Violations=0, CP required=4.08 ns, total number of vias=788, startpoint types=primary input, top_reg_cell synth=dfrtp_1, Final Setup Violations=0, vias in the first global route=748, P&R area growth vs syn=47.8%, Ys Warns=1, post-DP HPWL=1890 µm, routability congestion estimate=0.778, Peak VDD IR=0.0000799 V, period utilisation layout=72.5%, per-cell routed wire length=11.3 µm, post-route setup slack=1.07 ns, initial antenna violation count=0, Min Hold Slack=0.447 ns, r2r setup slk=1.93 ns, worst reg2reg endpoint=cnt[6], Hold Crit Class=reg -> reg, critical path arrival=3.01 ns, num ports=30, Log Warnings=25, Crit Path Max Fanout=10, first-pass GRT wire length=4040 µm, Pleak=0.547 nW, die height=105 µm, Max Slew Vio Count=0, CTS tree=yes, Crit Path Class=in -> reg, Post-DRT Antenna Nets=0, vias per inst=3.60, worst slew pin tran=0.742 ns, detailed-router iteration count before antenna repair=2, RSZ-0062 raised after global routing=no, Final Critical Period=2.83 ns, largest cells by area after synthesis=dfrtp_1 (44%), ha_1 (8.2%), nand2_1 (4.1%), a21oi_1 (3.3%), nor2_1 (2.9%), clk buf depth=2, number of enable flip-flop cells=0, r2r worst-path depth=7, global route total overflow=0, Yosys cell types=35, insertion delay at the late pin of the worst-skew pair=0.24 ns, YS chip area=920 µm², PD cells=353 nW/µm², hold_buf cts=0, hold depth=0, Slew HR=50.4%, clk sink count=16, row cnt=30, CTS clk-pin slew, worst paths=0.06 ns, I/O Buffers=29, r2r startpoint=cnt[0], yosys cell count=94, FFs w/ async S/R, synth=100%, DIE AREA=11000 µm², postcts setup bufs=0, largest net degree at the start of global routing=24, Yosys reg bits=16, GRT Util Overall=4.33%, Placed Instance Area=1320 µm², synth cell count leaders=dfrtp_1 (16), nand2_1 (10), nor2_1 (7), a21oi_1 (6), ha_1 (6), cts repair resizes=0, share of layout cells above drive strength 1=5.69%, number of diodes=0, Initial Util=13.3%
logic make-up after synthesis:
kind of cell | Yosys count | share of synthesized area [%]
compound gates | 27 | 22.2
xor+xnor | 1 | 0.953
fa+ha+maj | 7 | 10.3
buf+inv | 8 | 3.40
flops | 16 | 43.5
mux | 1 | 1.09
simple gates | 34 | 18.5
where the power goes:
part	internal [mW]	total, mW	switching (mW)
clock network	0.0684	0.124	0.0559
registers	0.187	0.206	0.0182
logic	0.0875	0.150	0.0625
area by class of cell:
class | instances | area [µm²] | area share (%)
multi-input combinational | 70 | 488 | 35.9
tap | 96 | 120 | 8.84
sequential | 16 | 400 | 29.5
inverter | 5 | 18.8 | 1.38
clock buffer | 3 | 41.3 | 3.04
timing repair buffer | 29 | 290 | 21.4
worst max path at each step:
stage / startpoint / to / slack, ns
finish: ud / cnt[6] / 1.07
global route: ud / cnt[6] / 0.86
CTS: ud / cnt[6] / 1.08
state kept, by name, indices dropped and copies added, names as in the netlist:
name	count
last_cnt	8
cnt	8
critical path: stages:
cell             delay, ns
clkdlybuf4s50_1       0.73
inv_1                 0.13
fa_1                  0.44
and2b_1               0.23
o31a_1                0.15
o21ai_1               0.08
a2111o_1              0.41
nand4_1               0.07
layout by cell type, fill, tap and decap left out, drive strengths merged:
cell and instances:
o31a 1, clkbuf 3, ha 6, a211o 1, nor2 7, a21oi 7
o21a 1, o211a 1, nand3b 3, mux2i 1, a21o 1, a2111oi 1
xnor2 1, o21ai 8, nand2b 1, a311oi 1, a2111o 1, nand3 3
nor3 3, nand2 10, and2b 1, nand4 1, o211ai 1, dfrtp 16
a211oi 2, fa 1, o21bai 1, nor2b 2, nor3b 2, nor4 1
inv 5, clkdlybuf4s50 29
through the flow:
| stage | total power, mW | instances | util [%] |
|---|---|---|---|
| floorplan | 0.281 | 94 | - |
| global placement | 0.361 | 216 | 19.1 |
| detailed placement | 0.363 | 216 | 19.1 |
| CTS | 0.491 | 219 | 19.7 |
| global route | 0.513 | 219 | 19.7 |
| finish | 0.480 | 219 | 19.7 |
routing by layer:
metal  GRT usage (%)  vias to the layer above  share of wire, %
met2            6.90                       17                47
met4           0.882                        0               1.7
met5               0                        -                 0
met1            5.63                      370                44
met3            1.37                        2               7.0
li1                -                      399                 -
Power is estimated from default activity; no workload was simulated.
