**config.mk**
```make
export PLATFORM = sky130hd
export DESIGN_NAME = ctr_logic
export DESIGN_NICKNAME = ctr_logic
export VERILOG_FILES = /design/flow/design.v
export SDC_FILE = /design/flow/constraint.sdc
export NUM_CORES = 4
export LEC_CHECK = 1
export CORE_AREA = 10 10 70 70
export DIE_AREA = 0 0 80 80
```
**design.v**
```verilog
module ctr_logic(
input pclk, presetn, clk_in,
input [1:0] clr_trig,
input ud, en, load,
input [7:0] cnt, 
input [7:0] last_cnt,
output reg udf_trig,
output reg ovf_trig,
output count_enable
);
reg last_clk_in;
always @(posedge pclk or negedge presetn) begin
  if(!presetn)
    last_clk_in <= 1'b0;
  else
    last_clk_in <= clk_in;
    end
assign count_enable =(~last_clk_in)&(clk_in);
always @(posedge pclk or negedge presetn) begin
  if(!presetn) begin
    udf_trig <= 1'b0;
  end
  else begin
    if(clr_trig[1]) begin
      udf_trig <= 1'b0;
    end
    else begin
      if((last_cnt == 8'h00)&&(cnt == 8'hff)&&(en)&&(~load)&&(ud) )
        udf_trig <= 1'b1;
      else
        udf_trig <= udf_trig;
      end
    end
end
always @( posedge pclk or negedge presetn) begin
  if(!presetn) begin
    ovf_trig <= 1'b0;
  end
  else begin
    if(clr_trig[0]) begin
      ovf_trig <= 1'b0;
    end
    else begin
      if((last_cnt == 8'hff)&&(cnt == 8'h00)&&(en)&&(~load)&&(!ud))
        ovf_trig <= 1'b1;
      else
        ovf_trig <= ovf_trig;
      end
    end
end
endmodule
```
**constraint.sdc**
```tcl
current_design ctr_logic

set clk_period 1.0
set clk_io_pct 0.2

create_clock -name clk0 -period $clk_period [get_ports {pclk}]

set non_clock_inputs [all_inputs -no_clocks]
set_input_delay [expr $clk_period * $clk_io_pct] -clock clk0 $non_clock_inputs
set_output_delay [expr $clk_period * $clk_io_pct] -clock clk0 [all_outputs]
```
**run.sh**
```bash
#!/bin/bash
# OpenROAD 26Q1-2900-gdf79404cd8, Yosys 0.63+post, stock flow scripts
make -C /OpenROAD-flow-scripts/flow DESIGN_CONFIG=/design/flow/config.mk WORK_HOME=/design/flow/orfs finish
```
==> metrics.yaml <==
reg2reg_slack_ns: 0.31
fp_util: 0.0619
nFillCells: 391
worstSetupPathType: "flop to primary output"
cp.required_ns: 0.80
setup_tns_ns: -0.000775
cts_tree: "built"
clock_sinks: 3
gr-max-usage-layer: "met1"
grtUsageMet2: 0.0257
drc: 0
finalCriticalPeriod_ns: 1.00
fin_ws_ns: -0.000775
setup_viol: 1
power_density_mw_per_mm2: 809
syn-cell-area_sq_um: 211
wl_um: 1130
lay_top_count: "clkdlybuf4s50_1"
p_sw_mw: 0.106
dpl_cell_area_sq_um: 529
core.rowCount: 21
rsz0062_at_grt: "yes"
logic_area_sq_um: 176
switching_share: 0.230
synth.avg_cell_area_sq_um: 10.6
relSlewSlack: 0.845
gp_congestion: 0.837
mostFrequentLayoutCells: "9 x clkdlybuf4s50_1, 6 x buf_2, 5 x dlygate4sd2_1, 5 x clkdlybuf4s15_1"
synthToLayoutAreaGrowth_pct: 169
core_area_sq_mm: 0.00342
synth_flops: 3
fp.dieH_um: 80
arrival_ns: 0.80
grt_pass1_vias: 349
cp_max_fo: 1
clk_pin_slew_ns: 0.04
grtUsageMet1: 0.0526
fp.dieW_um: 80
log.warning_count: 28
cts_buffers: 3
tightest_slew_ns: 0.230
finalClockSkew_ns: 0
post_cts_buffers: 0
synthCells: 20
final_util: 0.166
die-area_sq_mm: 0.00640
leakagePower_nw: 0.232
cts_max_path_buffers: 2
grt_use_total: 0.0357
layout-drive-gt1-share: 0.360
peakVddDrop_v: 0.000482
yosys_cells: 20
cap_violations: 0
p_comb_frac: 0.260
reg2reg_depth: 1
routedWlPerCell_um: 11.8
grt_pass1_wl_um: 1740
finalHoldViolCount: 0
h-tree-depth: 1
clkLatencyLatePin_ns: 0.23
io_buffers: 26
overflow: 0
met3_usage: 0.0477
drtAntennaViolNets: 0
p_int_mw: 0.354
final-max-slew-violation-count: 0
clkPwrFrac: 0.468
fmax_mhz: 999
hold_path_class: "primary input to async pin"
antenna_cells: 0
yosys_warnings: 1
vias: 302
via_per_inst: 3.15
stdcell_area_sq_um: 568
io_pins: 27
drtPass1Iterations: 2
ys_area_sq_um: 211
first_iter_violations: 2
fin_crit_sh: 1.00
cts_root_buf: "clkbuf_4"
failed_checks: "negative setup slack"
seqPwrFrac: 0.272
outcome: "finished, violations left"
worstSetupEndpointType: "primary output"
seq_area_frac_synth: 0.355
power_mw: 0.460
grt_max_degree: 4
synthDistinctLibCells: 14
antenna_found_initial: 0
cp-start-kind: "flop"
flop_area_sq_um: 75.1
[stage by stage]
step	setup WS, ns	hold WS, ns	instances
floorplan	-0.0369	-0.0956	20
global placement	-0.567	0.411	92
detailed placement	-0.582	0.410	92
CTS	-0.0234	0.157	96
global route	-0.0398	0.158	96
finish	-0.000775	0.161	96
[registers in the layout (all words and copies together) (netlist names)]
register	count
last_clk_in	1
ovf_trig	1
udf_trig	1
[power by group through the flow]
stage	Sequential, mW	Clock [mW]	Combinational [mW]
CTS	0.125	0.225	0.110
global route	0.125	0.234	0.128
finish	0.125	0.215	0.120
[worst max-delay path, stage by stage, from the launching register on]
cell and delay (ns):
dfrtp_1 0.36, nor2b_1 0.10, buf_2 0.11
[layout make-up]
cell class                 instances  share of cell area
tap                               46               0.101
clock buffer                       4              0.0463
multi-input combinational         15               0.311
sequential                         3               0.132
timing repair buffer              26               0.396
inverter                           2              0.0132
[final timing paths]
path	from	to
max	last_clk_in	count_enable
min	presetn	last_clk_in
max reg2reg	udf_trig	udf_trig
min reg2reg	udf_trig	udf_trig
max in group asynchronous	presetn	ovf_trig
min in group clk0	clk_in	last_clk_in
[logic make-up after synthesis]
family / share of synthesized area
flops: 0.355
simple gates: 0.515
compound gates: 0.0947
buf+inv: 0.0355
[routing by layer]
layer  share of wire  wire (um)
met2            0.19        218
met3            0.29        327
met4               0          0
met5               0          0
met1            0.52        585
[synthesized netlist by cell type]
master     n  area [sq um]
dfrtp_1    3          75.1
inv_1      2          7.51
nand4_1    2          12.5
nor4_1     2          12.5
nor4bb_1   2          20.0
a32o_2     1          11.3
nand3_1    1          5.00
nand4b_1   1          8.76
nand4bb_1  1          11.3
nor2b_1    1          6.26
nor3_2     1          10.0
nor4b_1    1          8.76
o32ai_1    1          8.76
or4b_4     1          13.8
[what timing repair did]
action,4_1_cts,5_1_grt
hold buffers,0,0
gates resized,41,8
pin swaps,8,8
setup endpoints to repair,5,3
hold endpoints to repair,0,0
